File: /design/flow/config.mk
export PLATFORM = sky130hd
export DESIGN_NAME = ALU
export DESIGN_NICKNAME = ALU
export VERILOG_FILES = /design/flow/design.v
export SDC_FILE = /design/flow/constraint.sdc
export NUM_CORES = 4
export LEC_CHECK = 1
export CORE_AREA = 10 10 111 111
export DIE_AREA = 0 0 121 121
File: /design/flow/constraint.sdc
current_design ALU

set clk_period 34.2
set clk_io_pct 0.2

create_clock -name clk0 -period $clk_period

set non_clock_inputs [all_inputs -no_clocks]
set_input_delay [expr $clk_period * $clk_io_pct] -clock clk0 $non_clock_inputs
set_output_delay [expr $clk_period * $clk_io_pct] -clock clk0 [all_outputs]
File: /design/flow/design.v
module ALU
(
	input logic [31:0] a,
	input logic [31:0] b,
	input logic [2:0] ALUc,
	output logic [31:0] d,
	output logic zero
);
   always_comb begin
    unique case (ALUc)
     000 : d = a & b;  
     001 : d = a | b;  
     010 : d = a + b;  
     110 : d = a - b;  
    endcase
   end
  assign zero = a-b=='0;
endmodule 
File: /design/flow/run.sh
#!/bin/bash
# OpenROAD 26Q1-2900-gdf79404cd8, Yosys 0.63+post, stock flow scripts
make -C /OpenROAD-flow-scripts/flow DESIGN_CONFIG=/design/flow/config.mk WORK_HOME=/design/flow/orfs finish
==> Implementation_results.wiki <==
== Run summary ==
{| class="wikitable"
! Metric !! Value
|-
| Multi-input logic area || 3450 sq um
|-
| Final min period || 17.52 ns
|-
| Most frequently placed logic cells in the final layout || clkdlybuf4s50_1, ha_1, inv_1
|-
| Number of cells produced by synthesis || 584
|-
| Cell variety after synth || 75
|-
| Critical path peak fanout || 9
|-
| Half-perimeter wire length of the detailed placement result || 11900 microns
|-
| Cells in synth_stat.txt || 584
|-
| Yosys warnings || 1
|-
| Area growth from synthesis to layout || 26.9%
|-
| Capturing instance or port of the critical path || zero
|-
| Synth Seq Share || 0%
|-
| RSZ-0062 raised after global routing || false
|-
| Post-layout period usage of the worst path || 51.2%
|-
| Count of antenna diodes in the layout || 0
|-
| Top area cell types || ha_1, inv_1, nand2_1, o21ai_0, nor2_1
|-
| Highest-count logic cell in the final layout || clkdlybuf4s50_1
|-
| Global router's overall resource usage || 18.3%
|-
| Final Slew Violations || 0
|-
| Max-cap check violation count || 0
|-
| Sum of routed wire length over all layers || 13900 microns
|-
| Placed instance area || 4970 sq um
|-
| Congestion Overflow GR || 0
|-
| Total power density per cell area || 15.1 nW/um^2
|-
| Final Power || 0.0750 mW
|-
| Area figure in the yosys stat output || ~3900 sq um
|-
| Crit path DAT || 10.68 ns
|-
| Data required time at the worst endpoint || 27.36 ns
|-
| Timing startpoint of the critical path || a[11]
|-
| Antenna violations before repair || 0
|-
| Start point of the worst hold path || b[31]
|-
| Count of routing violations after the opening detailed-route iteration || 237
|-
| Number of I/O pins || 100
|-
| Die Y-Extent || 121 microns
|-
| Cell area after synthesis || 3920 sq um
|-
| Total die size || 14600 sq um
|-
| Fraction of post-synthesis cell area in the top cell type by area || a little under a third
|-
| HP Class || input port to output port
|-
| Leakage power figure || between 2 and 2.5 nW
|-
| Timing-limited maximum frequency || around 0.057 GHz
|-
| Standard-cell rows || 36
|-
| Flop count || 0
|-
| Core Region || 9860 sq um
|-
| Synth Area per Inst || 6.71 sq um
|-
| Type of origin of the critical path || input port
|-
| Cell taking the most area after synthesis || ha_1
|-
| Final estimated routing congestion in global placement || 0.988
|-
| Final setup violation count || 0
|-
| Overall die width || between 100 and 150 microns
|-
| Post-CTS setup buffer count || 0
|-
| DRC errors left || 0
|-
| Run status || finished, final reports clean
|-
| Total negative setup slack || 0 ns
|-
| Detailed-routing iteration count for the pre-antenna-repair pass || 5
|-
| Slew @ Worst Pin || around 0.76 ns
|-
| Number of hold buffers added after cts || 0
|-
| Critical path capture point type || output port
|-
| Slew margin rel. || ~49%
|-
| Design area || 4970 sq um
|-
| IO buf count || 100
|-
| Total number of vias || 4366
|-
| Pin count of the biggest net entering global routing || 65
|-
| Number of clock buffers in the layout || 0
|-
| Average wire length per cell after detail routing || 17.6 microns
|-
| Final Hold Vio Count || 0
|-
| Vias in the first global route || 4171
|-
| Number of vias per cell || 5.51
|-
| Tally of filler cells in the layout || 971
|-
| Initial cell density of the core || 39.7%
|-
| Global-route wire length before repair || 21900 microns
|-
| OpenROAD warning count || 95
|-
| Share of cells above drive strength 1 || around 3.6%
|-
| Sequential cell area || 0 sq um
|-
| Resized Gates After CTS || 0
|-
| Antenna-violating nets left || 0
|-
| Critical Setup Path Class || input port to output port
|-
| Peak supply drop || between 6 and 7 uV
|}
-- worst min path at each step --
stage | to | slack, ns | cells past startpoint
CTS | d[31] | 14.81 | 5
global route | d[3] | 14.84 | 5
finish | d[31] | 14.79 | 5
-- where the power goes --
part	switching (mW)	internal (mW)	total [mW]
sequential	0	0	0
clock	0	0	0
combinational	0.0425	0.0325	0.0750
total	0.0425	0.0325	0.0750
-- metal layers --
layer | global-route usage [%] | up-vias | part of all wire [%]
met1 | 24.9 | 2000 | 46
met3 | 2.98 | 14 | 6.6
met4 | 2.41 | 0 | 1.3
li1 | - | 2209 | -
met2 | 30.4 | 143 | 46
met5 | 0 | - | 0
-- synth_stat cells, types with 5 or more instances --
master / number
a211oi_1: 9
a21oi_1: 28
a31oi_1: 7
buf_2: 15
clkbuf_1: 10
ha_1: 95
inv_1: 86
inv_2: 6
nand2_1: 64
nand2b_1: 9
nand3_1: 5
nand4_1: 8
nor2_1: 46
nor2b_1: 14
nor3_1: 15
nor4_1: 7
nor4_2: 5
o21ai_0: 47
o21ai_1: 6
o31ai_1: 9
or4_1: 5
-- logic make-up (layout without fill, tap and decap cells) --
family	count (synthesis)	after routing	share of synthesized area, %
muxes	5	5	1.34
xor gates and xnor gates	3	3	0.671
and+or+nand+nor	198	198	26.0
adders and majority gates	95	95	30.4
AOI/OAI and AO/OA	165	165	29.7
buffers and inverters	118	193	11.9
-- area by class of cell --
type                            count  area share (%)
Inverter                           92            6.95
Tap cell                          133            3.35
Timing Repair Buffer              101            20.3
Multi-Input combinational cell    466            69.4
-- per-stage QoR --
stage                     utilization (%)  hold slack [ns]  instances  setup WS (ns)
after floorplan                         -            13.86        584          18.06
after global placement               50.4            14.78        792          16.69
after detailed placement             50.4            14.81        792          16.67
after CTS                            50.4            14.81        792          16.70
after global routing                 50.4            14.84        792          16.46
final                                50.4            14.79        792          16.68
-- critical path, stage by stage --
cell and delay [ns]:
clkdlybuf4s50_1 0.51, inv_1 0.05, ha_1 0.52, inv_2 0.08, a21oi_1 0.29, o31ai_2 0.21
nor3_1 0.50, a211oi_1 0.17, a31oi_1 0.30, nand4_1 0.14, nor4b_1 0.34, and4_1 0.25
clkdlybuf4s50_1 0.47
Power and IR drop assume default switching activity.
